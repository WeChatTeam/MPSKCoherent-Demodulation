$ cat /design/flow/config.mk
export PLATFORM = sky130hd
export DESIGN_NAME = dfflrs
export DESIGN_NICKNAME = dfflrs
export VERILOG_FILES = /design/flow/design.v
export SDC_FILE = /design/flow/constraint.sdc
export NUM_CORES = 4
export LEC_CHECK = 1
export CORE_AREA = 10 10 78 78
export DIE_AREA = 0 0 88 88
$ cat /design/flow/constraint.sdc
current_design dfflrs

set clk_period 1.4
set clk_io_pct 0.2

create_clock -name clk0 -period $clk_period [get_ports {clk}]

set non_clock_inputs [all_inputs -no_clocks]
set_input_delay [expr $clk_period * $clk_io_pct] -clock clk0 $non_clock_inputs
set_output_delay [expr $clk_period * $clk_io_pct] -clock clk0 [all_outputs]
$ cat /design/flow/design.v
module dfflrs #(
    parameter DATA_WIDTH = 16
)(
    input wire clk,
    input wire rstn,
    input wire en,
    input wire [DATA_WIDTH-1 : 0] d,
    output wire [DATA_WIDTH-1 : 0] q
);
reg [DATA_WIDTH-1 : 0] q_r;
assign q = q_r;
always @(posedge clk or negedge rstn) begin
    if(rstn == 1'b0) begin
        q_r <= {DATA_WIDTH{1'b1}};
    end
    else if (en == 1'b1) begin
        q_r <= d;
    end
    else begin
        q_r <= q;
    end
end
endmodule 
$ cat /design/flow/run.sh
#!/bin/bash
# OpenROAD 26Q1-2900-gdf79404cd8, Yosys 0.63+post, stock flow scripts
make -C /OpenROAD-flow-scripts/flow DESIGN_CONFIG=/design/flow/config.mk WORK_HOME=/design/flow/orfs finish
==> impl_metrics.tcl <==
# metrics dict for downstream scripts
set metrics [dict create \
    area_leaders "dfstp_2 (63%), mux2_4 (22%), mux2_2 (10%), buf_12 (3.0%), buf_6 (1.7%)" \
    period_used_pct 89.87 \
    antenna_found_initial 0 \
    ios 35 \
    diodes 0 \
    route.detailed.drc 0 \
    pre_cts_slack_ps -0.2797 \
    grt_pass1_vias 477 \
    final_common_cell "clkdlybuf4s50_1" \
    grt_overflow 0 \
    io_buffer_count 34 \
    endpoint_kind "output port" \
    synth-area-yosys_um2 669.4 \
    initCoreUtil_pct 15.16 \
    vias 413 \
    setup_violations 0 \
    critPathLaunchType "register" \
    avgSynthCellArea_um2 19.69 \
    crit_type "reg -> out" \
    rsz0062_at_grt "no" \
    syn2layout_area_growth_pct 65.23 \
    cts_made_buffers 3 \
    ys_top_logic_family "multiplexers" \
    cts-root-buf "clkbuf_8" \
    largest_registers "q_r: 16 flops" \
    power.density_mw_per_mm2 1046 \
    cts.hold.buffers_added 0 \
    clock.fmax_mhz 794.8 \
    cp.required_ps 1120 \
    final_cell_mix "clkdlybuf4s50_1 (18), dlygate4sd2_1 (16), dfstp_2 (16)" \
    cts_sinks 16 \
    synth_cell_types 5 \
    crit_path_top_delay_cell "dfstp_2" \
    wl_um 1590 \
    setup_ws_ps 141.8 \
    ys_cells 34 \
    grt_max_degree 17 \
    avgViaCountPerCell 3.331 \
    drive_above_1_share_pct 52.78 \
    worstSkewPairLatency_ps 240 \
    grt_pass1_wl_um 2539 \
    status "finished, final reports clean" \
    synth_top_area_share_pct 62.80 \
    cpPeakStageDelay_ps 540 \
    chipArea_mm2 0.007744 \
    hold_viol_final 0 \
    die-height_um 88 \
    p_leak_uw 0.0004722 \
    ys_sh_mux_pct 32.52 \
    drtIter0Drc 7 \
    top_area_cell "dfstp_2" \
    syn_area_um2 669.4 \
    synth-xor-area-share_pct 0 \
    finalClockSkew_ps 0 \
    synthAoiAreaFrac_pct 0 \
    synth-seq-area-share_pct 62.80 \
    path_max_fanout 2 \
    ys_warn_count 1 \
    setup_tns_ps 0 \
    gp_congestion 0.7684 \
    largest_register_ffs 16 \
    cts_tree "done" \
    fin_crit_ps 1258 \
    cp.arrival_ps 980 \
    max-cap-violations 0 \
    ir_worst_vdd_mv 0.5957 \
    fa_ha_area_share_pct 0 \
    numSynthFlops 16 \
    tightest_slew_ps 196.8 \
    dr.pass1.iters 3 \
    critical-path-top-delay-family "flip-flops" \
    path_buffers 1 \
    dieWidth_um 88 \
    slew_violations 0 \
    drtAntennaViolNets 0 \
    top_register "q_r" \
    crit_chain "dlygate4sd2_1" \
    ys_sh_simple_pct 0 \
    clk_path_buf_depth 2 \
    cts-htree-levels 1 \
    clkTransAtPathRegs_ps 60 \
    rows 24 \
    coreArea_mm2 0.004414 \
    route.detailed.wl_per_inst_um 12.82 \
    slew-limit-headroom_pct 86.88 \
    warnings 25 \
    track_usage_pct 4.254 \
    netlist_instances 34 \
    hold_path.class "in -> async" \
]
[layout make-up]
| type | instances | area, um2 |
|---|---|---|
| Clock buffer | 4 | 55.05 |
| Timing Repair Buffer | 36 | 347.8 |
| Fill cell | 438 | 3308 |
| Sequential cell | 16 | 420.4 |
| Multi-Input combinational cell | 16 | 217.7 |
| Tap cell | 52 | 65.06 |
[final timing paths]
kind	start	depth (start not counted)	slack [ps]	to
setup / recovery	q_r[6]	1	140	q[6]
hold / removal	rstn	2	580	q_r[11]
setup reg to reg	q_r[6]	1	680	q_r[6]
hold reg to reg	q_r[0]	1	620	q_r[0]
max in group asynchronous	rstn	2	790	q_r[8]
min in group clk0	q_r[0]	1	620	q_r[0]
[repair_timing]
| item | 4_1_cts | 5_1_grt |
|---|---|---|
| resized | 16 | 0 |
| setup buffers | 0 | 0 |
| endpoints found under the setup margin | 16 | 0 |
[cells in the mapped netlist]
master,n
buf_12,1
buf_6,1
dfstp_2,16
mux2_2,6
mux2_4,10
[report_power, final]
group	internal, uW	total [uW]	switching, uW
registers	544	565	21.8
logic	151	199	48.0
clock network	249	392	143
[layer usage]
| metal | track usage (%) | wire [um] | up-vias |
|---|---|---|---|
| met5 | 0 | 0 | - |
| met4 | 0 | 0 | 0 |
| met3 | 3.555 | 285 | 0 |
| met2 | 5.556 | 606 | 29 |
| met1 | 5.610 | 698 | 190 |
| li1 | - | - | 194 |
[metrics by stage]
stage / power, uW / hold WS (ps) / instance area (um2) / util [%] / std cells
finish: 1157 / 580.2 / 1106 / 25.06 / 124
global route: 1229 / 629.3 / 1106 / 25.06 / 124
CTS: 1188 / 585.3 / 1106 / 25.06 / 124
detailed placement: 811.3 / 610.7 / 1071 / 24.26 / 120
global placement: 808.7 / 606.4 / 1071 / 24.26 / 120
floorplan: 641.8 / 132.2 / 669.4 / - / 34
[logic make-up (layout without fill, tap and decap cells)]
kind of cell / Yosys count / in the layout
buffers and inverters: 2 / 40
flip-flops: 16 / 16
multiplexers: 16 / 16
Power is estimated from default activity; no workload was simulated.
