$ cat ./run.sh
#!/bin/bash
# OpenROAD 26Q1-2900-gdf79404cd8, Yosys 0.63+post, stock flow scripts
make -C /OpenROAD-flow-scripts/flow DESIGN_CONFIG=/design/flow/config.mk WORK_HOME=/design/flow/orfs finish
$ cat ./config.mk
export PLATFORM = sky130hd
export DESIGN_NAME = dffl
export DESIGN_NICKNAME = dffl
export VERILOG_FILES = /design/flow/design.v
export SDC_FILE = /design/flow/constraint.sdc
export NUM_CORES = 4
export LEC_CHECK = 1
export CORE_AREA = 10 10 80 80
export DIE_AREA = 0 0 90 90
$ cat ./constraint.sdc
current_design dffl

set clk_period 1.0
set clk_io_pct 0.2

create_clock -name clk0 -period $clk_period [get_ports {clk}]

set non_clock_inputs [all_inputs -no_clocks]
set_input_delay [expr $clk_period * $clk_io_pct] -clock clk0 $non_clock_inputs
set_output_delay [expr $clk_period * $clk_io_pct] -clock clk0 [all_outputs]
$ cat ./design.v
module dffl #(
    parameter DATA_WIDTH = 16
)(
    input wire clk,
    input wire en,
    input wire [DATA_WIDTH-1 : 0] d,
    output wire [DATA_WIDTH-1 : 0] q
);
reg [DATA_WIDTH-1 : 0] q_r;
assign q = q_r;
always @(posedge clk) begin
    if (en == 1'b1) begin
        q_r <= d;
    end
    else begin
        q_r <= q;
    end
end
endmodule 
==> results.yml <==
# implementation run metrics
logic_synthesis:
  ys_sh_adder: 0
  ys_seq_frac: 1.00
  ys_cells: 16
  mux_area_frac: 0
  yosys_area_um2: 480
  synth-xor-area-share: 0
  simple_gate_share: 0
  yosysWarnings: 1
  yosysTopAreaCellShare: 1.00
  synth_area_leader_cell: "edfxtp_1"
  syn-mean-instance-area_um2: 30.0
  synth-seq-cells: 16
  synthCells: 16
  synth_area_um2: 480
  yosysUniqueCellTypes: 1
  compound_area_frac: 0
  topCellsByArea: "edfxtp_1"
cells_and_area:
  fin_area_um2: 871
  logic_area_um2: 0
  final_layout_size_suffix_gt1_frac: 0.389
  layout_top_cell: "clkdlybuf4s50_1"
  reg.largest.list: "q_r (16)"
  top_register: "q_r"
  fillers: 502
  logic_gate_count: 0
  largest_register_ffs: 16
  synthToLayoutAreaGrowth_pct: 81.2
  seqCellArea_um2: 480
  final_cell_mix: "clkdlybuf4s50_1, edfxtp_1, buf_2, clkbuf_2, clkbuf_8"
floorplan:
  chipArea_um2: 8100
  die_w_um: 90
  rows: 25
  fp_util: 0.102
  coreArea_um2: 4720
  fp.dieH_um: 90
  io_pins: 34
power_and_ir_drop:
  vdd_drop_max_uv: 403
  pwr-share-clk: 0.320
  p_int_mw: 1.16
  seqPwrFrac: 0.590
  combPwrFrac: 0.090
  swShare: 0.158
  cellPowerDensity_nw_per_um2: 1580
  power.total_mw: 1.37
  p_leak_nw: 0.319
  switchingPower_uw: 217
detailed_routing:
  num_vias: 294
  antenna_left: 0
  wl_per_cell_um: 10.7
  first_pass_iters: 2
  drt_iter0_markers: 8
  antenna-diode-count: 0
  avgViaCountPerCell: 2.43
  drc: 0
  totalWireLength_mm: 1.30
clock_tree:
  cts.sinks: 16
  clk_pin_slew_worst_paths_ns: 0.05
  cts_buffer_depth: 2
  cts-root-buf: "clkbuf_8"
  cts_tree: "yes"
  postCtsSetupBuffers: 0
  hold_buffers: 0
  cts_buffers: 3
  htreeDepth: 1
global_route:
  grt_overflow: 0
  grt_pass1_vias: 367
  grt.total_usage: 0.0313
  grt_max_degree: 9
  grt_first_pass_wirelength_mm: 2.02
  antenna_found_initial: 0
sta:
  timing.final.crit_period_ns: 0.924
  rsz0062_at_grt: "false"
  worst_slew_margin_rel: 0.930
  period_used_share: 0.924
  fin_setup_tns_ns: 0
  setup_viol: 0
  postLayoutSetupSlackWorst_ns: 0.0762
  fmax_mhz: 1080
  whs_ns: 0.516
  max_slew.worst_pin.slew_ns: 0.104
  hold_viol: 0
  report.final.slew_viol_count: 0
setup_path:
  setup.worst_path.class: "reg2out"
  critPathBufInv: 1
  critPathLaunch: "q_r[1]"
  required_ns: 0.80
  start_kind: "register"
  cp_slowest_cell: "edfxtp_1"
  crit_path_end_kind: "primary output"
  crit_chain: "buf_2"
  worst_path_largest_cell_delay_ns: 0.36
  crit_fanout: 1
  cpLargestDelayFamily: "flip-flops"
  worstPathArrival_ns: 0.72
placed_design:
  place_congestion: 0.661
  port_buffers: 33
  pre_cts_slack_ns: -0.160
  placed_area_um2: 910
flow_run:
  tool_warnings: 25
  cap_violations: 0
hold_path:
  hp-class: "in2reg"
  hp-start: "d[0]"
run_status:
  status: "finished clean"
## worst paths after layout
kind                  endpoint  depth (start not counted)  slack [ns]
worst max-delay path      q[1]                          1        0.08
worst min-delay path    q_r[0]                          1        0.52
## timing repair
action	in CTS	in global routing
gates cloned	0	0
setup endpoints to repair	16	7
gates resized	41	7
## kinds of logic (layout without fill, tap and decap cells)
kind of cell / count (synthesis) / count (layout)
buffers and inverters: 0 / 38
DFF: 16 / 16
## cell type report
type	instances	area share
Tap cell	67	0.0963
Clock buffer	3	0.0474
Sequential cell	16	0.552
Timing Repair Buffer	35	0.305
## layer usage
metal | track usage | share of wire
met1 | 0.0375 | 0.41
met2 | 0.0527 | 0.50
met3 | 0.00754 | 0.052
met4 | 0.0133 | 0.036
met5 | 0 | 0
## per-stage QoR
| step | util | instances |
|---|---|---|
| 2_1_floorplan | - | 16 |
| 3_3_place_gp | 0.193 | 118 |
| 3_5_place_dp | 0.193 | 118 |
| 4_1_cts | 0.192 | 121 |
| 5_1_grt | 0.184 | 121 |
| 6_report | 0.184 | 121 |
## power by group through the flow
stage         Clock (mW)  Sequential, mW  Combinational (mW)
finish             0.439           0.810               0.124
global route       0.497           0.815               0.137
CTS                0.458           0.811               0.139
## synth_stat cells
master,n
edfxtp_1,16
No activity file was given, so power comes from the tool's default toggle rates.
